==> flow/design.v <==
module circular_buffer
#(
    parameter BUFFER_SIZE = 16,
    parameter BIT_PER_WORD = 7   
)
(
	input clk,
	input enableIn,
	input enableOut,
	input [BIT_PER_WORD: 0] dataIn,
	output [BIT_PER_WORD: 0] dataOut,
	output full,
	output empty
);
	integer i;
	reg [BIT_PER_WORD:0] bufferMemory [BUFFER_SIZE-1:0];
	initial begin
		for (i = 0; i < BUFFER_SIZE; i = i + 1) begin
			bufferMemory[i] = 0;
		end
	end
	reg [7:0]writeCnt = 0;
	reg [7:0]readCnt = 0;
	reg [BIT_PER_WORD:0]regOut = 0;
	always @(posedge clk) begin
		if ((enableIn == 1) && (full == 0)) begin
			bufferMemory[writeCnt] <= dataIn;
			if (writeCnt == (BUFFER_SIZE-1)) begin
				writeCnt <= 0;
			end
			else begin
				writeCnt <= writeCnt + 1;
			end
		end
		if ((enableOut == 1) && (empty == 0)) begin
			regOut <= bufferMemory[readCnt];
			if (readCnt == (BUFFER_SIZE-1)) begin
				readCnt <= 0;
			end
			else begin
				readCnt <= readCnt + 1;
			end
		end
	end
	assign empty = (writeCnt == readCnt);
	assign full = ((readCnt - 1) == writeCnt) || ((readCnt == 0) && (writeCnt == (BUFFER_SIZE - 1)));
	assign dataOut = regOut;
endmodule
module top_tx
#(
    parameter BUFFER_SIZE = 16,
    parameter BIT_PER_WORD = 7,
	parameter DELAY_FRAMES = 2812  
)
(
    input clk,
    output [1:0] led,
    output uartTx,
	input [BIT_PER_WORD:0] dataIn,
	input data_clk,
	output busy,
	output idle,
	output [2:0] state_out
);
localparam STATE_INIT       = 0;
localparam STATE_LOAD       = 1;
localparam STATE_SEND       = 2;
localparam STATE_WAIT       = 3;
localparam STATE_END_CHK    = 4;
wire done;
wire newBuffer;
wire send;
reg new_data = 0;
wire [BIT_PER_WORD:0] data;
reg [2:0] state = STATE_INIT;
reg new_transmition = 0; 
reg old_data_clk = 0;
reg old_done = 0;
reg buffer_write = 0;
reg buffer_read = 0;
wire empty;
reg idle_reg = 1;
uart_tx #(
	.BIT_PER_WORD(BIT_PER_WORD),
	.DELAY_FRAMES(DELAY_FRAMES)
)
u(  .clk(clk),
.led(led),
.tx_pin(uartTx),
.data(data),
.data_ready(new_data),
.sampled(done));
circular_buffer #(
	.BIT_PER_WORD(BIT_PER_WORD),
	.BUFFER_SIZE(BUFFER_SIZE)
)
buffer(.clk(clk),
.enableIn(buffer_write),
.enableOut(buffer_read),
.dataIn(dataIn),
.dataOut(data),
.full(busy),
.empty(empty)
);
always @(posedge clk) begin
    old_data_clk <= data_clk;
	old_done <= done;
	if ((newBuffer == 1) && (busy == 0)) begin 
		buffer_write <= 1;
	end
	else begin
		buffer_write <= 0;
	end
    case (state)
        STATE_INIT: begin
            if (empty == 0) begin
                state <= STATE_LOAD;
				idle_reg <= 0;
            end
			else begin
				idle_reg <= 1;
			end
        end
		STATE_LOAD: begin
			if (buffer_read == 0) begin
				buffer_read <= 1;
			end
			else begin
				buffer_read <= 0;
				state <= STATE_SEND;
			end
		end
        STATE_SEND: begin
			state <= STATE_WAIT;
			new_data <= 1;
        end
        STATE_WAIT : begin
            if (send == 1 ) begin
                state <= STATE_END_CHK;
                new_data <= 0;
            end
        end
        STATE_END_CHK : begin
            if (empty == 1) begin
                state <= STATE_INIT;
            end else
                state <= STATE_LOAD;       
        end
    endcase
end
assign newBuffer = data_clk && !old_data_clk;
assign send = done && !old_done;
assign state_out = state;
assign idle = idle_reg;
endmodule
module uart_tx
#(
    parameter DELAY_FRAMES = 2812,  
    parameter BIT_PER_WORD = 7 
)
(
    output tx_pin,
    output [2:0] led,
    input clk,
    input [BIT_PER_WORD:0] data,
    input data_ready,
    output sampled
);
localparam DEBOUNCE_DELAY   = 23'b111111111111111111;
localparam UART_TX_STATE_WAIT       = 0;
localparam UART_TX_STATE_INIT       = 1;
localparam UART_TX_STATE_START_BIT  = 2;
localparam UART_TX_STATE_TRANSMIT   = 3;
localparam UART_TX_STATE_STOP_BIT   = 4;
localparam UART_TX_STATE_DONE       = 5;
reg [3:0] state = UART_TX_STATE_WAIT;
reg [24:0] tx_counter = 0;
reg [7:0] bit_counter = 0;
reg [BIT_PER_WORD:0] data_reg = 0;
reg out = 1;
reg new_data = 0;
reg [5:0] ledReg = 1;
reg semple_reg = 0;
reg old_data_ready = 0;
always @(posedge clk) begin
    if (old_data_ready == 0 && data_ready == 1) begin
        new_data <= 1;
    end
    old_data_ready <= data_ready;
    case (state)
        UART_TX_STATE_WAIT: begin
            if (new_data == 1) begin
                state <= UART_TX_STATE_INIT;
            end
        end
        UART_TX_STATE_INIT: begin
            tx_counter <= 0;
            if (new_data == 1) begin
                data_reg <= data;
                state <= UART_TX_STATE_START_BIT;
                ledReg <= 2;
                new_data <= 0;
            end else begin
                ledReg <= 4;
                state <= UART_TX_STATE_DONE;
            end
        end
        UART_TX_STATE_START_BIT : begin
            out <= 0;
            if ((tx_counter + 1) == DELAY_FRAMES) begin
                semple_reg <= 0;
                state <= UART_TX_STATE_TRANSMIT;
                tx_counter <= 0;
                bit_counter <= 0;
            end else begin
                semple_reg <= 1;
                tx_counter <= tx_counter + 1;
            end          
        end
        UART_TX_STATE_TRANSMIT : begin
            out <= data_reg[bit_counter];
            if ((tx_counter + 1) == DELAY_FRAMES) begin
                if (bit_counter == BIT_PER_WORD) begin
                    state <= UART_TX_STATE_STOP_BIT;
                end else
                    bit_counter <= bit_counter + 1;
                tx_counter <= 0;
            end else
                tx_counter <= tx_counter + 1;
        end
        UART_TX_STATE_STOP_BIT : begin
            out <= 1;
            if ((tx_counter + 1) == DELAY_FRAMES) begin
                state <= UART_TX_STATE_INIT;
                tx_counter <= 0;
            end else
                tx_counter <= tx_counter + 1;
        end
        UART_TX_STATE_DONE : begin
            if ((tx_counter + 1) == DEBOUNCE_DELAY) begin
                state <= UART_TX_STATE_WAIT;
                ledReg <= 1;
            end else
                tx_counter <= tx_counter + 1;
        end
    endcase
end
assign tx_pin = out;
assign led = ledReg;
assign sampled = semple_reg;
endmodule
==> flow/run.sh <==
#!/bin/bash
# OpenROAD 26Q1-2900-gdf79404cd8, Yosys 0.63+post, stock flow scripts
make -C /OpenROAD-flow-scripts/flow DESIGN_CONFIG=/design/flow/config.mk WORK_HOME=/design/flow/orfs finish
==> flow/config.mk <==
export PLATFORM = sky130hd
export DESIGN_NAME = top_tx
export DESIGN_NICKNAME = top_tx
export VERILOG_FILES = /design/flow/design.v
export SDC_FILE = /design/flow/constraint.sdc
export NUM_CORES = 4
export LEC_CHECK = 1
export CORE_UTILIZATION = 40
==> flow/constraint.sdc <==
current_design top_tx

set clk_period 5.9
set clk_io_pct 0.2

create_clock -name clk0 -period $clk_period [get_ports {clk}]

set non_clock_inputs [all_inputs -no_clocks]
set_input_delay [expr $clk_period * $clk_io_pct] -clock clk0 $non_clock_inputs
set_output_delay [expr $clk_period * $clk_io_pct] -clock clk0 [all_outputs]
==> impl_metrics.toml <==
# yosys + openroad results
[status]
status = "finished clean"

[run]
log.warning_count = 30
maxCapViolations = 0

[global_route]
grt_overflow_total = 0
antenna_found_initial = 0
grt_max_degree = 37
grt_usage_pct = 15.49
grt_first_pass_wirelength_um = 27390
grt_pass1_vias = 5276

[placed_design]
dp_cells = 920
gp_congestion = 0.8506
portBuffers = 17
hpwl_um = 11130

[clock_network]
cts_tree = "done"
ctsResizeCount = 0
ctsHoldBuffers = 0
postCtsSetupRepairBufs = 0
clockBufferDepth = 3
clkLatencyLatePin_ns = 0.49
htreeDepth = 1
cts_buffers = 22
clk_pin_slew_ns = 0.06
cts.sinks = 211
cts_root_buf = "clkbuf_16"

[setup_path]
path_class = "reg2out"
cp-start-kind = "register"
startpoint = "buffer.readCnt[1]"
end_kind = "output pin"
ff2ff_setup_slack_ns = 1.90
arrival_ns = 3.70
critPathMaxFanout = 27
regToRegStartpoint = "buffer.readCnt[1]"
required_ns = 4.72

[synthesis]
yosys_warnings = 4
ys.flop_type = "edfxtp_1"
synth_cell_types = 56
edf_count = 206
yosysSeqAreaShare_pct = 66.53
synthCells = 614
yosys_area_um2 = 9449
synthesis.area_um2 = 9449
yosys-stat-cells = 614
avgSynthCellArea_um2 = 15.39
synth-seq-cells = 211
async_flop_share_pct = 0

[drt]
antennaDiodeCount = 0
ant_nets = 0
viasPerCell = 5.343
drt_wl_total_um = 16440
drt_pass1_iterations = 4
post_drt_wl_per_cell_um = 17.16
initialDrtViolationCount = 291
drc = 0
vias = 5119

[final_timing]
skew_ns = 0.01160
slew-limit-headroom_pct = 40.53
worst_pin_slew_ns = 0.8839
rsz0062_at_grt = "false"
fin_tns_setup_ns = 0
finalCriticalPeriod_ns = 4.880
max_freq_mhz = 204.9
setup_violations = 0
hold_violations = 0
drv_slew = 0
finalCritPeriodShare_pct = 82.71
hold_ws_ns = 0.3724

[power_and_ir_drop]
leakage_uw = 0.003492
finalPower_uw = 3930
vdd_ir_drop_max_mv = 0.2739
power_density_nw_per_um2 = 369.3

[cells_and_area]
top_regs = "buffer.bufferMemory: 128 flops, u.tx_counter: 25 flops"
comb_area_um2 = 2977
syn_to_final_growth_pct = 12.62
top_register = "buffer.bufferMemory"
largest_reg_flops = 128
final_cells = 958
lay_top_count = "edfxtp_1"
nFillCells = 1913
seqCellArea_um2 = 6286
drive_gt1_share_pct = 14.88
layout_top_cells = "edfxtp_1, mux4_2, nor2_1"

[die]
core_area_um2 = 22920
die_h_um = 155.7
rows = 55
die_x_um = 155.7
die-area_um2 = 24240
pin_count = 18
fp_util_pct = 41.23

[hold_path]
worstHoldStart = "new_data"
hold_path_class = "reg2reg"
==> power breakdown <==
group / switching, uW / internal (uW)
clock network: 529 / 797
registers: 110 / 1790
logic: 340 / 369
==> final cells by class <==
type | count | share of cell area (%)
inverters | 15 | 0.5291
clock inverters | 10 | 0.9289
flip-flops and latches | 211 | 59.07
well taps | 313 | 3.680
multi-input cells | 355 | 27.97
repair buffers | 26 | 2.234
clock buffers | 28 | 5.585
==> logic make-up after synthesis <==
group,count (synthesis),synth area share [%]
xor+xnor,52,4.820
buf+inv,48,2.013
compound gates,65,4.198
flops,211,66.53
simple gates,184,10.92
mux,45,10.33
fa+ha+maj,9,1.192
==> synthesized netlist by cell type, types with 4 or more instances <==
master	count	share of area [%]
edfxtp_1	206	65
mux4_2	42	10
nor2_1	34	1.4
a21oi_1	31	1.6
xnor2_1	31	2.9
nand2_1	29	1.2
and3_1	26	1.7
clkbuf_1	22	0.87
nand3_1	21	1.1
xor2_1	21	1.9
inv_1	15	0.60
nor3_1	12	0.64
nor2b_1	10	0.66
o21ai_0	10	0.53
ha_1	9	1.2
nand4_1	8	0.53
buf_2	7	0.37
nor4_1	6	0.40
dfxtp_1	5	1.1
a22oi_1	4	0.32
and2_1	4	0.26
nand2b_1	4	0.26
or3_1	4	0.26
or4_1	4	0.32
==> layer usage <==
layer	GRT usage [%]	up-vias	share of wire (%)
met1	22.63	2480	42
li1	-	2418	-
met3	7.383	24	9.7
met2	23.04	195	46
met4	2.428	2	1.5
met5	1.242	-	0.21
==> stage by stage <==
stage | cell area, um^2 | utilization, % | setup slack [ns]
2_1_floorplan | 9449 | - | 1.940
6_report | 10640 | 46.44 | 1.020
3_5_place_dp | 9948 | 43.41 | 1.543
5_1_grt | 10640 | 46.44 | 0.7455
3_3_place_gp | 9948 | 43.41 | 1.582
4_1_cts | 10640 | 46.44 | 0.9736
==> worst max-delay path, cell delays in order, from the launching register on <==
cell and delay [ns]:
edfxtp_1 0.73, buf_4 0.47, inv_1 0.10, ha_1 0.32, xnor2_1 0.13, a311oi_1 0.25
nand3_1 0.10, o31ai_1 0.51, clkdlybuf4s50_1 0.58
==> path summary, 6_finish.rpt <==
path	to	cells after the start
worst min-delay path	u.old_data_ready	0
worst max register to register	buffer.bufferMemory[13][6]	11
worst min register to register	u.old_data_ready	0
worst max-delay path	busy	8
Power figures rest on the tool's default switching activity, not on a simulated workload.
