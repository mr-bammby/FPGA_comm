==> ./design.v <==
module top
(
    input clk,
    output [1:0] led_err,
    output [3:0] led_res,
    input uartRx
);
wire err;
wire new_data;
wire [7:0] data;
reg [7:0] data_reg = "0";
reg new_transmition = 0;
reg [3:0]  out_reg = 0;
uart_rx u(  .clk(clk),
.led(led_err),
.rx_pin(uartRx),
.data(data),
.data_ready(new_data),
.comm_err(err));
always @(posedge clk) begin
    if (new_data == 1) begin
        data_reg <= data;
    end
    if (err == 1)
        out_reg <= 14;
    else if ((data_reg >= "/") && (data_reg <= "9"))  
        out_reg <= (data_reg - "0");
    else
        out_reg <= 15;
end
assign led_res = ~out_reg[3:0];
endmodule
module uart_rx
#(
    parameter DELAY_FRAMES = 2812,  
    parameter BIT_PER_WORD = 7
)
(
    input rx_pin,
    output [1:0] led,
    input clk,
    output [BIT_PER_WORD:0] data,
    output data_ready,
    output comm_err
);
localparam HALF_DELAY_FRAMES = DELAY_FRAMES/2 - 1;
localparam UART_RX_STATE_WAIT       = 0;
localparam UART_RX_STATE_START_BIT  = 1;
localparam UART_RX_STATE_RECEIVE    = 2;
localparam UART_RX_STATE_STOP_BIT   = 3;
localparam UART_RX_STATE_DONE       = 4;
reg [3:0] state = UART_RX_STATE_WAIT;
reg [24:0] rx_counter = 0;
reg [7:0] bit_counter = 0;
reg [BIT_PER_WORD:0] data_reg = 0;
reg data_ready_reg = 0;
reg [1:0] ledReg = 0;
reg [23:0] clockCounter = 0;
reg err_reg = 0;
always @(posedge clk) begin
    case (state)
        UART_RX_STATE_WAIT: begin
            if (rx_pin == 0) begin
                state <= UART_RX_STATE_START_BIT;
                rx_counter <= 0;
                bit_counter <= 0;
                ledReg <= 1;
            end
            else
                ledReg <= 0;
        end
        UART_RX_STATE_START_BIT: begin
            if ((rx_counter + 1) >= HALF_DELAY_FRAMES) begin
                if (rx_pin == 0) begin
                    state <= UART_RX_STATE_RECEIVE;
                    ledReg <= 2;
                end
                else begin
                    err_reg <= 1;
                    state <= UART_RX_STATE_STOP_BIT;
                    ledReg <= 3;
                end
                rx_counter <= 0;
                data_ready_reg <= 0;
            end else
                rx_counter <= rx_counter + 1;
        end
        UART_RX_STATE_RECEIVE : begin
            if ((rx_counter + 1) == DELAY_FRAMES) begin
                data_reg[bit_counter] = rx_pin;
                if (bit_counter == BIT_PER_WORD) begin
                    state <= UART_RX_STATE_STOP_BIT;
                end else
                    bit_counter <= bit_counter + 1;
                rx_counter <= 0;
            end else
                rx_counter <= rx_counter + 1;
        end
        UART_RX_STATE_STOP_BIT : begin
            if ((rx_counter + 1) == DELAY_FRAMES) begin
                state <= UART_RX_STATE_WAIT;
                if (rx_pin == 1) begin
                    state <= UART_RX_STATE_WAIT;
                    err_reg <= 0;
                    if (err_reg == 0) begin
                        data_ready_reg <= 1;
                    end
                end
                else begin
                    err_reg <= 1;
                    ledReg <= 3;
                end
            end else
                rx_counter <= rx_counter + 1;
        end
    endcase
end
assign led = ledReg;
assign data_ready = data_ready_reg;
assign data = data_reg;
assign comm_err = err_reg;
endmodule
==> ./run.sh <==
#!/bin/bash
# OpenROAD 26Q1-2900-gdf79404cd8, Yosys 0.63+post, stock flow scripts
make -C /OpenROAD-flow-scripts/flow DESIGN_CONFIG=/design/flow/config.mk WORK_HOME=/design/flow/orfs finish
==> ./config.mk <==
export PLATFORM = sky130hd
export DESIGN_NAME = top
export DESIGN_NICKNAME = top
export VERILOG_FILES = /design/flow/design.v
export SDC_FILE = /design/flow/constraint.sdc
export NUM_CORES = 4
export LEC_CHECK = 1
export CORE_UTILIZATION = 40
==> ./constraint.sdc <==
current_design top

set clk_period 5.7
set clk_io_pct 0.2

create_clock -name clk0 -period $clk_period [get_ports {clk}]

set non_clock_inputs [all_inputs -no_clocks]
set_input_delay [expr $clk_period * $clk_io_pct] -clock clk0 $non_clock_inputs
set_output_delay [expr $clk_period * $clk_io_pct] -clock clk0 [all_outputs]
==> qor.log <==
[route] count of vias placed by the detailed router 2660
[floorplanning] area of the chip 9860 µm²
[final_layout] most frequent logic cell in the layout edfxtp_1
[power] Power Density 546 nW/µm²
[worst_setup_path] gate family responsible for the most delay along the worst path simple AND/OR/NAND/NOR gates
[final_layout] relative area change from synthesis to final layout 8.52%
[floorplanning] initial core utilization 0.412
[power] maximum ir drop on the vdd rail 0.000220 V
[yosys] yosys cell count 365
[worst_setup_path] cell-by-cell listing of the critical path ha_1 -> nand4_2 -> nor2_1 -> xnor2_1 -> nand4_1 -> or4b_4 -> nor4_4 -> o211a_2 -> nor3_1
[final_timing] minimum clock period after layout 3680 ps
[clocking] clock tree from TritonCTS yes
[global_routing] met2 Track Usage GR 0.218
[yosys] fraction of registers with async set or reset after synthesis 0
[global_routing] number of global-route vias before repair 2501
[floorplanning] io pins 8
[placement] Placed Instances 464
[flow_run] tally of max-capacitance violations 0
[yosys] Post-synth top flop edfxtp_1
[global_routing] most heavily used metal layer in global routing met1
[run_status] run status complete, no violations
[yosys] synthesized chip area reported by yosys 3790 µm²
[clocking] PostCTS Resize Cnt 0
[floorplanning] die extent in x 99.3 µm
[global_routing] wire length of the first global-routing pass 12200 µm
[floorplanning] Core Footprint 9200 µm²
[yosys] Mapped Cells 365
[clocking] deepest clock path buffer count 2
[worst_setup_path] biggest cell delay along the critical path 760 ps
[final_timing] skew final 7.21 ps
[yosys] most area-hungry cell type in the Yosys netlist edfxtp_1
[worst_setup_path] kind of start point of the critical path flip-flop
[final_timing] fmax 272 MHz
[final_timing] final sum of negative setup slack 0 ps
[route] ratio of routed vias to standard cells 5.54
[global_routing] met3 demand-to-capacity share in global routing 0.0400
[global_routing] remaining global-route overflow 0
[floorplanning] vertical die dimension 99.3 µm
[placement] detailed-placement wirelength estimate 4750 µm
[yosys] proportion of synthesized chip area in sequential cells 0.457
[worst_setup_path] worst path bufs/invs 0
[yosys] share of the synthesized area in the top cell type 0.436
[final_timing] Final Hold Violating Endpoints 0
[worst_setup_path] Worst Path Class, Setup flip-flop to flip-flop
[clocking] clock-pin slew reported for the worst setup and hold paths after clock tree synthesis 70 ps
[final_timing] post-route clock period utilization 0.646
[final_layout] max FFs per register 25
[placement] count of buffers inserted at the top-level ports 7
[clocking] cell at the root of the clock tree clkbuf_8
[clocking] Inserted Clock Buffers 9
[yosys] Seq cells post-synth 59
[global_routing] largest net degree at the start of global routing 30
[worst_setup_path] Worst Path Required 5770 ps
[clocking] sink count of the clock tree 59
[yosys] count of flip-flops with a built-in enable after synthesis 55
[route] DRT Pass-1 Iters 4
[route] remaining number of nets flagged by the antenna check after routing 0
[clocking] setup fix buffers added after clock tree synthesis 0
[clocking] H-Tree Level Count 3
[placement] Final Wtd Congestion 0.843
[clocking] clock latency at the later pin of the worst-skew pair 340 ps
[final_timing] headroom to the max-slew limit 0.466
[final_layout] commonest cells after routing, fill and taps aside edfxtp_1 (55), nor2_1 (34), nand3_1 (23)
[global_routing] all-layer global routing usage 0.157
[final_layout] fraction of layout instances using a drive strength above 1 0.163
[yosys] post-synth design cell area 3790 µm²
[power] leakage dissipation 1.36 nW
[worst_setup_path] data arrival at the endpoint of the critical path 3750 ps
[route] detailed-route wire length 7010 µm
[final_layout] top register by number of flip-flops u.rx_counter
[route] Antenna diodes 0
[yosys] count of yosys warnings during synthesis 2
[floorplanning] floorplan row count 35
[global_routing] number of antenna violations at the first check in global routing 0
[final_timing] setup repair after global routing missed its margin false
[final_timing] Tightest Pin Transition 801 ps
[route] average detailed-routed wire length per instance 14.6 µm
[worst_setup_path] crit end category flip-flop
[yosys] average cell area after synthesis 10.4 µm²
[final_layout] post-layout instance count excluding filler cells 480
[yosys] post-synth cell types 59
[worst_setup_path] highest net fanout along the worst path 23
[route] # DRC 0
[yosys] main area contributors edfxtp_1 (44%), nor3_2 (5.5%), xnor2_1 (5.1%)
[clocking] Hold Buf Count CTS 0
[final_timing] final setup vio count 0
[worst_setup_path] CP max stage cell o211a_2
[route] number of DRC markers in iteration 0 105
[global_routing] met1 track demand over resource in global routing 0.268
[flow_run] warning total across the stage logs 30
[final_timing] number of max-slew violations in the final report 0
[hold_path] type of the worst min-delay path flip-flop to flip-flop
==> synth_stat cells, types with 2 or more instances <==
library cell,instances
edfxtp_1,55
nor2_1,34
nand3_1,23
nor3_1,22
xnor2_1,22
nor3_2,21
nand2_1,18
xor2_1,15
inv_1,14
clkbuf_1,9
o21ai_0,9
and3_1,8
ha_1,8
mux2_2,8
or3_1,8
a21oi_1,7
nand4_1,7
and2_1,6
buf_4,5
nor2b_1,5
and4_1,4
dfxtp_1,4
a211o_1,3
buf_2,3
nor4_1,3
or4_1,3
a21boi_0,2
and3b_1,2
buf_6,2
clkbuf_2,2
mux2i_1,2
nand3_2,2
nor4_2,2
o22ai_1,2
==> metrics by stage <==
| stage | hold WS [ps] | util | cell area, µm² | power (mW) | setup slack [ps] |
|---|---|---|---|---|---|
| floorplan | 420 | - | 3790 | 1.67 | 1470 |
| global placement | 432 | 0.425 | 3910 | 1.85 | 2160 |
| detailed placement | 440 | 0.425 | 3910 | 1.86 | 2060 |
| CTS | 456 | 0.447 | 4110 | 2.26 | 2040 |
| global route | 469 | 0.447 | 4110 | 2.42 | 1780 |
| finish | 449 | 0.447 | 4110 | 2.24 | 2020 |
==> report_power, final <==
part	leakage, nW	switching, mW	total (mW)	internal, mW
sequential	0.580	0.260	0.995	0.735
clock	0.0998	0.182	0.386	0.204
combinational	0.677	0.519	0.863	0.345
total	1.36	0.960	2.24	1.28
==> cell families (layout without fill, tap and decap cells) <==
group | after synthesis | after routing | synth area share
buffers and inverters | 36 | 40 | 0.0462
and+or+nand+nor | 180 | 180 | 0.294
muxes | 10 | 10 | 0.0291
adders and majority gates | 8 | 8 | 0.0264
AOI/OAI and AO/OA | 35 | 35 | 0.0618
DFF | 59 | 59 | 0.457
xor gates and xnor gates | 37 | 37 | 0.0855
==> area by class of cell <==
type	count	area [µm²]
fillers	856	5080
well taps	111	139
repair buffers	10	92.6
inverters	14	52.6
flip-flops and latches	59	1730
clock inverters	7	77.6
clock buffers	9	124
multi-input cells	270	1890
==> path summary, 6_finish.rpt <==
check	start	endpoint	slack [ps]	depth (start not counted)
worst max-delay path	u.rx_counter[0]$_DFFE_PP_	u.rx_counter[23]$_DFFE_PP_	2020	9
worst min-delay path	u.data_reg[0]$_DFFE_PP_	data_reg[0]$_DFFE_PP_	450	0
worst max register to register	u.rx_counter[0]$_DFFE_PP_	u.rx_counter[23]$_DFFE_PP_	2020	9
worst min register to register	u.data_reg[0]$_DFFE_PP_	data_reg[0]$_DFFE_PP_	450	0
==> per-layer routing <==
metal / vias up / routed length [µm]
met3: 6 / 369
met5: - / 0
met2: 51 / 2860
li1: 1336 / -
met1: 1267 / 3700
met4: 0 / 83
Power and IR drop assume default switching activity.
